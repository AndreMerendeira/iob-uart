**flow/design.v**
```verilog
`timescale 1ns/1ps
module uart_core 
  (
   input                     clk,
   input                     rst,
   input                     rst_soft,
   input                     tx_en,
   input                     rx_en,
   input [7:0]               tx_data,
   output reg [7:0]          rx_data,
   output reg                tx_ready,
   output reg                rx_ready,
   input                     rxd,
   output                    txd,
   input                     cts,
   output reg                rts,
   input                     data_write_en,
   input                     data_read_en,
   input [16-1:0] bit_duration
   );
   wire       rst_int = rst | rst_soft;
   reg [1:0]  cts_int;
   always @(posedge clk) 
     cts_int <= {cts_int[0], cts};
   reg [9:0]  tx_pattern;  
   reg [3:0]  tx_bitcnt;
   reg [15:0] tx_cyclecnt;
   assign txd = tx_pattern[0];
   reg  [1:0] tx_pc;   
   always @(posedge clk, posedge rst_int)
     if(rst_int) begin 
        tx_pc <= 1'b0;
        tx_ready <= 1'b0;
        tx_pattern <= ~10'b0;
        tx_bitcnt <= 1'b0;
        tx_cyclecnt <= 1'b0;
     end else if(tx_en && cts_int[1]) begin
        tx_pc <= tx_pc + 1'b1;  
        case (tx_pc)
          0: begin  
             tx_ready <= 1'b1;
             tx_bitcnt <= 1'b0;
             tx_cyclecnt <= 1'b1;   
             tx_pattern <= ~9'b0;
             if(!data_write_en)
               tx_pc <= tx_pc;
             else
                tx_ready <= 1'b0;
          end
          1: begin  
             tx_pattern <= {1'b1, tx_data[7:0], 1'b0};  
          end
          2: begin  
             tx_pc <= tx_pc;  
             tx_cyclecnt <= tx_cyclecnt + 1'b1;  
             if (tx_cyclecnt == bit_duration)
               if (tx_bitcnt == 4'd9) begin  
                  tx_pc <= 1'b0;  
               end else begin 
                  tx_pattern <= tx_pattern >> 1;
                  tx_bitcnt <= tx_bitcnt + 1'b1;  
                  tx_cyclecnt <= 1'b1;
               end
          end
          default:;
        endcase
     end else begin              
        tx_pc <= 1'b0;
        tx_ready <= 1'b0;
        tx_pattern <= ~10'b0;
        tx_bitcnt <= 1'b0;
        tx_cyclecnt <= 1'b0;
     end
   reg [2:0] rx_pc;
   reg [15:0] rx_cyclecnt;
   reg [3:0]  rx_bitcnt;
   reg [7:0]  rx_pattern;
   always @(posedge clk, posedge rst_int) begin
      if (rst_int) begin
         rx_pc <= 1'b0;
         rx_cyclecnt <= 1'b1;
         rx_bitcnt <= 1'b0;
         rx_ready <= 1'b0;
         rts <= 1'b0;
      end else if(rx_en) begin
         rx_pc <= rx_pc + 1'b1;  
         case (rx_pc)
           0: begin  
              rts <= 1'b1;
              rx_ready <= 1'b0;
              rx_cyclecnt <= 1'b1;
              rx_bitcnt <= 1'b0;
              if (!rxd)  
                 rx_pc <= rx_pc;
           end
           1: begin  
              rx_cyclecnt <= rx_cyclecnt + 1'b1;
              if(rx_cyclecnt != bit_duration)
                 rx_pc <= rx_pc;
              else if(!rxd)  
                 rx_pc <= 1'b0;  
           end
           2: begin  
              rx_cyclecnt <= 1'b1;
              if (rxd)  
                 rx_pc <= rx_pc;
           end
           3: begin  
              rx_cyclecnt <= rx_cyclecnt + 1'b1;
              if(rx_cyclecnt != bit_duration/2)  
                 rx_pc <= rx_pc;
              else if(rxd)  
                rx_pc <= 1'b0;  
              else
                rx_cyclecnt <= 1'b1;
           end
           4: begin  
              rx_cyclecnt <= rx_cyclecnt + 1'b1;
              if (rx_cyclecnt == bit_duration) begin
                 rx_cyclecnt <= 1'b1;
                 rx_bitcnt <= rx_bitcnt + 1'b1;
                 rx_pattern <= {rxd, rx_pattern[7:1]};  
                 if (rx_bitcnt == 4'd8) begin  
                    rx_pattern <= rx_pattern;  
                    rx_data <= rx_pattern;  
                    rx_ready <= 1'b1;
                    rx_bitcnt <= 1'b0;
                    rx_pc <= 2'd2;
                 end else begin
                    rx_pc <= rx_pc;  
                 end 
              end else begin
                 rx_pc <= rx_pc;  
              end
           end
           default: ;
         endcase
         if (data_read_en) begin
            rx_ready <= 1'b0;
         end
      end else begin 
         rx_pc <= 1'b0;
         rx_cyclecnt <= 1'b1;
         rx_bitcnt <= 1'b0;
         rx_ready <= 1'b0;
      end
   end
endmodule
```
**flow/run.sh**
```bash
#!/bin/bash
# OpenROAD 26Q1-2900-gdf79404cd8, Yosys 0.63+post, stock flow scripts
make -C /OpenROAD-flow-scripts/flow DESIGN_CONFIG=/design/flow/config.mk WORK_HOME=/design/flow/orfs finish
```
**flow/config.mk**
```make
export PLATFORM = sky130hd
export DESIGN_NAME = uart_core
export DESIGN_NICKNAME = uart_core
export VERILOG_FILES = /design/flow/design.v
export SDC_FILE = /design/flow/constraint.sdc
export NUM_CORES = 4
export LEC_CHECK = 1
export CORE_UTILIZATION = 50
```
**flow/constraint.sdc**
```tcl
current_design uart_core

set clk_period 6.1
set clk_io_pct 0.2

create_clock -name clk0 -period $clk_period [get_ports {clk}]

set non_clock_inputs [all_inputs -no_clocks]
set_input_delay [expr $clk_period * $clk_io_pct] -clock clk0 $non_clock_inputs
set_output_delay [expr $clk_period * $clk_io_pct] -clock clk0 [all_outputs]
```
==> results.txt <==
Here are the numbers from the latest Yosys + OpenROAD run.

The run finished with clean final reports. The period utilization is 57.60%. For the worst-skew pair, the clock arrives at the later sink with an insertion delay of 350 ps. The antenna violation net count after detailed routing is 0.

The startpoint class of the critical path is an input pin. The vias per cell came out at 5.652. Looking at the reg2reg group, the worst path ends at rx_cyclecnt[2]. The average wire per standard cell came out at 15.78 um. Counting buffers and inverters, the worst setup path is 7 cells deep. Looking at the clock tree report, the H-tree level count equals 3. Per the log, the first TritonRoute iteration ended with a DRC count of 151. Once detailed placement completed, the half-perimeter wirelength came to between 6000 and 7000 um. Global routing used a little under a quarter of the available tracks across all layers. The number of remaining DRC errors came out at 0. The last weighted congestion value of the routability-driven placer came out at 0.8501.

The count of placed standard cells in the final layout, fillers left out is 589. The routed wire length came out at 9297 um. The setup TNS is 0 ps. On the worst setup and hold paths after CTS, the clock-pin slew comes to 90 ps.

In this run the vertical extent of the chip is 96.06 um. The area of the mapped netlist is around 4400 um2. The register bit total from synthesis is 76. The delay contributed by the slowest stage of the critical path came out at 690 ps. Based on the critical path, the design can be clocked at up to 284.6 MHz. The floorplan core area came out at 8382 um2.

The clock buffer count from CTS is 9. The fraction of final layout cells sized beyond drive strength 1 is 9.917%. The combinational gate area came out at 2298 um2. For reference, the final report shows the max-slew violation count at 0. The clock period could shrink to 3514 ps. Setup repair after global routing left no endpoint under its margin. The worst pin sits at a relative slew slack of 44.64%. Across the run, the number of max-cap violations was 0.

The sequential cell area fraction in the yosys report came out at 44.89%. The count of unique library cells instantiated by Yosys is 54. The minimum setup slack among reg-to-reg paths came out at 3430 ps. The number of setup violations in the final report is 0.

The average cell area after synthesis is about 10 um2. For this design, the sink count on the clock tree is around 76. The total placed cells including tap cells came out at 573. For this design the static power due to leakage is 0.001898 uW. The first-pass GRT wire length came out at roughly 16,000 um.

The buffer-and-inverter tally for the worst setup path is 1. The worst setup path is captured at a flip-flop. The pin count of the biggest net entering global routing is 45. The length of the first detailed-routing pass in iterations is 4.

The maximum fanout encountered on the critical timing path came out at 14. The via count of the first global-routing pass is ~3,100. The timing report shows that the slowest cell on the worst path is sky130_fd_sc_hd__nor2_1.

The maximum vdd drop is 0.1548 mV. The remaining global-route overflow came out at 0. The async set-reset flop share out of synthesis came out at 76.32%. The synthesized instance count is ~440. The transition time recorded at the tightest slew-check pin is 827.4 ps. The number of buffers inserted by post-CTS setup repair came out at 0.

The count of library flops with an enable pin is 16. In this run the deepest clock path goes through 2 buffers. STA reports the tightest min-delay check as being of type reg2reg.

The areal power density over the cells came out at between 200 and 250 nW/um2. The total of fill cells in the finished design came out at 707. The effective utilization at floorplan is 52.77%. The total via count in the routed design came out at around 3,300. CTS placed an instance of sky130_fd_sc_hd__clkbuf_8 at the clock tree root. The synthesis report names the predominant flop master as sky130_fd_sc_hd__dfrtp_1. The number of standard cells reported by yosys came out at 438.

The routed design uses ~4100 um of met2 wire. Total power for the finished layout comes to 1243 uW. The cts-stage hold buffer count came out at 0. The critical path goes through clkdlybuf4s50_1 > xnor2_1 > nand4_1 > nor4_4 > o221ai_1 > nor2_1 > o21ai_0. The total of buffers placed on input and output ports is about 44. The critical path starts at bit_duration[6]. TritonCTS built the clock tree. The detailed route wirelength on metal3 is 294 um. The initial antenna violation count is 0.

Across the whole layout, storage elements account for 1986 um2. The post-synth area from yosys stat came out at approximately 4400 um2. The post-CTS resize count is 0. In the per-layer summary, the met1 wirelength comes to 4820 um. The number of antenna diodes came out at 0. Per the detail_route log, the uppermost layer with routed signals is met4. The floorplan die area came out at 9227 um2. The top cell types in the final layout, fill and taps aside, are sky130_fd_sc_hd__xnor2_1, sky130_fd_sc_hd__dfrtp_1, sky130_fd_sc_hd__clkdlybuf4s50_1, sky130_fd_sc_hd__nand2_1, sky130_fd_sc_hd__nor2_1. Looking at the reg2reg group, the worst path starts from rx_cyclecnt[0]. The warning tally printed by Yosys for this design is 1. The kind of cell with the highest combined delay along the critical path is simple AND/OR/NAND/NOR gates. The total number of warnings across the stage logs is 35. The critical path ends at rx_cyclecnt[2]. The top-level I/O count is 45. Logic depth along the worst register-to-register path is recorded as 6. The worst endpoint data arrival time is 3720 ps.

The hold violation total from the final report is 0. After floorplanning, the core was divided into 33 placement rows. Across the routed clock network, the largest skew measured is 10.77 ps. The top cell type in the final layout, fill and taps aside, is sky130_fd_sc_hd__xnor2_1. The area added between synthesis and finish is 16.12%. The setup path with the least slack is of type in2reg. The worst endpoint required time came out at 6300 ps. The die is 96.06 um wide.
-- through the flow --
stage | area [um2] | utilization, % | hold WS [ps] | setup slack, ps
global placement | 4931 | 58.83 | 315.3 | 2306
floorplan | 4423 | - | 309.6 | 1115
detailed placement | 4931 | 58.83 | 316.4 | 2184
finish | 5136 | 61.28 | 344.5 | 2586
global route | 5136 | 61.28 | 355.8 | 2284
CTS | 5136 | 61.28 | 347.1 | 2554
-- worst reg2reg max path, cell delays in order (launching register included) --
cell and delay [ps]:
sky130_fd_sc_hd__dfstp_2 630, sky130_fd_sc_hd__xnor2_1 130, sky130_fd_sc_hd__nand4_1 150, sky130_fd_sc_hd__nor4_4 440, sky130_fd_sc_hd__o221ai_1 270, sky130_fd_sc_hd__nor2_1 690
sky130_fd_sc_hd__o21ai_0 210
-- Yosys cell counts (2+ instances only) --
| cell type | n | share of area [%] |
|---|---|---|
| sky130_fd_sc_hd__xnor2_1 | 52 | 10 |
| sky130_fd_sc_hd__dfrtp_1 | 47 | 27 |
| sky130_fd_sc_hd__nand2_1 | 32 | 2.7 |
| sky130_fd_sc_hd__nor2_1 | 32 | 2.7 |
| sky130_fd_sc_hd__o21ai_0 | 24 | 2.7 |
| sky130_fd_sc_hd__nand3_1 | 19 | 2.1 |
| sky130_fd_sc_hd__nand4_1 | 19 | 2.7 |
| sky130_fd_sc_hd__a21oi_1 | 18 | 2.0 |
| sky130_fd_sc_hd__edfxtp_1 | 16 | 11 |
| sky130_fd_sc_hd__ha_1 | 16 | 4.5 |
| sky130_fd_sc_hd__inv_1 | 14 | 1.2 |
| sky130_fd_sc_hd__dfstp_2 | 11 | 6.5 |
| sky130_fd_sc_hd__and3_1 | 10 | 1.4 |
| sky130_fd_sc_hd__a31oi_1 | 9 | 1.3 |
| sky130_fd_sc_hd__mux2_2 | 9 | 2.3 |
| sky130_fd_sc_hd__a221o_1 | 8 | 1.8 |
| sky130_fd_sc_hd__clkbuf_1 | 8 | 0.68 |
| sky130_fd_sc_hd__xor2_1 | 8 | 1.6 |
| sky130_fd_sc_hd__nand2b_1 | 7 | 0.99 |
| sky130_fd_sc_hd__nor3_1 | 7 | 0.79 |
| sky130_fd_sc_hd__buf_2 | 6 | 0.68 |
| sky130_fd_sc_hd__a21boi_0 | 5 | 0.85 |
| sky130_fd_sc_hd__nand3b_1 | 5 | 0.85 |
| sky130_fd_sc_hd__a22o_1 | 4 | 0.79 |
| sky130_fd_sc_hd__and2_1 | 4 | 0.57 |
| sky130_fd_sc_hd__nor2b_1 | 4 | 0.57 |
| sky130_fd_sc_hd__a21o_1 | 3 | 0.51 |
| sky130_fd_sc_hd__a41oi_1 | 3 | 0.59 |
| sky130_fd_sc_hd__buf_6 | 3 | 0.76 |
| sky130_fd_sc_hd__mux2i_1 | 3 | 0.68 |
| sky130_fd_sc_hd__nor4_1 | 3 | 0.42 |
| sky130_fd_sc_hd__and4_1 | 2 | 0.40 |
| sky130_fd_sc_hd__dfxtp_1 | 2 | 0.91 |
| sky130_fd_sc_hd__nor4_4 | 2 | 0.96 |
| sky130_fd_sc_hd__o21bai_1 | 2 | 0.34 |
| sky130_fd_sc_hd__or3_1 | 2 | 0.28 |
| sky130_fd_sc_hd__or4_1 | 2 | 0.34 |
-- per-layer routing --
metal  global-route usage (%)  vias up
met5                        0        -
met4                    1.741        0
met3                    3.695        4
met2                    33.39       52
met1                    39.83     1609
li1                         -     1664
-- sequential cells by signal, summed over array words and instances (netlist names) --
| name | count |
|---|---|
| rx_cyclecnt | 16 |
| rx_pattern | 8 |
| tx_bitcnt | 4 |
| tx_ready | 1 |
| rx_pc | 3 |
| rx_bitcnt | 4 |
| rx_ready | 1 |
| tx_pattern | 10 |
| rx_data | 8 |
| tx_pc | 2 |
| rts | 1 |
| cts_int | 2 |
| tx_cyclecnt | 16 |
-- worst min-delay path by stage --
| stage | from | to | slack, ps | depth (start not counted) |
|---|---|---|---|---|
| 4_1_cts | cts_int[0] | cts_int[1] | 350 | 0 |
| 6_report | cts_int[0] | cts_int[1] | 340 | 0 |
| 5_1_grt | cts_int[0] | cts_int[1] | 360 | 0 |
-- layout make-up --
| class | count | share of cell area (%) |
|---|---|---|
| Sequential cell | 76 | 38.66 |
| Timing Repair Buffer | 47 | 9.013 |
| Clock buffer | 9 | 2.412 |
| Inverter | 14 | 1.023 |
| Multi-Input combinational cell | 331 | 44.75 |
| Tap cell | 105 | 2.558 |
| Clock inverter | 7 | 1.583 |
-- power breakdown --
part	internal [uW]	leakage (uW)	total, uW	switching [uW]
clock	195	0.000101	404	209
combinational	115	0.000879	279	165
sequential	535	0.000919	560	25.1
-- cell families after synthesis --
family	share of synthesized area, %
compound gates	13.15
xor+xnor	12.25
fa+ha+maj	4.526
buf+inv	3.310
flops	44.89
mux	2.970
simple gates	18.90
Power and IR drop assume default switching activity.
